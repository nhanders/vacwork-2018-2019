==> /design/flow/design.v <==
module counter (clk, reset, enable, count);
input clk, reset, enable;
output [3:0] count;
reg [3:0] count;                                   
always @ (posedge clk)
if (reset == 1'b1) begin
  count <= 0;
end else if ( enable == 1'b1) begin
  count <= count + 1;
end
endmodule 
==> /design/flow/run.sh <==
#!/bin/bash
# OpenROAD 26Q1-2900-gdf79404cd8, Yosys 0.63+post, stock flow scripts
make -C /OpenROAD-flow-scripts/flow DESIGN_CONFIG=/design/flow/config.mk WORK_HOME=/design/flow/orfs finish
==> /design/flow/config.mk <==
export PLATFORM = sky130hd
export DESIGN_NAME = counter
export DESIGN_NICKNAME = counter
export VERILOG_FILES = /design/flow/design.v
export SDC_FILE = /design/flow/constraint.sdc
export NUM_CORES = 4
export LEC_CHECK = 1
export CORE_AREA = 10 10 70 70
export DIE_AREA = 0 0 80 80
==> /design/flow/constraint.sdc <==
current_design counter

set clk_period 1.3
set clk_io_pct 0.2

create_clock -name clk0 -period $clk_period [get_ports {clk}]

set non_clock_inputs [all_inputs -no_clocks]
set_input_delay [expr $clk_period * $clk_io_pct] -clock clk0 $non_clock_inputs
set_output_delay [expr $clk_period * $clk_io_pct] -clock clk0 [all_outputs]
==> impl_metrics.csv <==
group,metric,value,unit
outcome,status,"finished clean",
setup_path,r2r_start,"count[0]",
placement,port_buffers,6,
grt,grt_usage,0.0155,
sta,final-setup-viol-count,0,
grt,grt_pass1_vias,125,
routing,postRouteWirelength,490,um
setup_path,path_max_fanout,4,
run,warnings,25,
cells_and_area,fillers,402,
clock_tree,clock-sinks,4,
cells_and_area,regMostFlops,"count",
power_and_ir_drop,leakage,0.164,nW
power_and_ir_drop,power_frac_seq,0.409,
cells_and_area,final_cell_area,345,sq um
power_and_ir_drop,p_comb_frac,0.140,
routing,drtIter0Drc,8,
synthesis,yosys-stat-area,179,sq um
routing,dr.pass1.iters,3,
clock_tree,clk_pin_slew_worst_paths,0.04,ns
grt,grt_pass1_wl,662,um
setup_path,cp-start-kind,"flip-flop",
sta,drv_slew,0,
sta,final-hold-violation-count,0,
routing,antenna_left,0,
floorplan,fp.coreArea,0.00342,sq mm
setup_path,critPathRequiredTime,1.04,ns
sta,clock_skew,0.000485,ns
synthesis,syn_area,179,sq um
placement,placed_area,319,sq um
setup_path,worst-r2r-cell-count,4,
sta,tns,0,ns
cells_and_area,final_core_util,0.101,
sta,setup_ws,0.230,ns
clock_tree,cts_hold_buf,0,
sta,fin_crit_sh,0.823,
min_path,hold_depth,2,
synthesis,synth_area_per_cell,11.2,sq um
min_path,hold_end,"count[2]",
power_and_ir_drop,p_total,336,uW
routing,drc,0,
cells_and_area,layout-drive-gt1-share,0.464,
synthesis,ys_seq_frac,0.448,
power_and_ir_drop,p_int,264,uW
setup_path,worst_ep_arrival_time,0.81,ns
cells_and_area,final_cells,74,
synthesis,synth_warnings,1,
synthesis,synth.largest_area_cell,"dfxtp_1",
grt,antenna_found_initial,0,
routing,vias_per_cell,2.14,
clock_tree,clockRootBuffer,"clkbuf_4",
clock_tree,ctsHtreeMaxLevel,1,
floorplan,dieHeight,80,um
power_and_ir_drop,p_clk_frac,0.451,
synthesis,numSynthFlops,4,
power_and_ir_drop,p_sw,71.4,uW
routing,wl_per_cell,6.62,um
setup_path,cp_slowest_cell,"dfxtp_2",
cells_and_area,largest_reg_flops,4,
floorplan,fp.dieArea,0.00640,sq mm
sta,timing.final.crit_period,1.07,ns
setup_path,cpLargestDelayFamily,"flip-flops",
power_and_ir_drop,irDropWorstVdd,0.000298,V
power_and_ir_drop,p_sw_frac,0.213,
sta,rsz0062_at_grt,"no",
min_path,hold_path.class,"flip-flop to flip-flop",
sta,max_freq,935,MHz
placement,gp_congestion,0.665,
routing,diodes,0,
setup_path,cp_num_buf_inv,1,
grt,overflow,0,
clock_tree,numCtsBuffers,3,
cells_and_area,top_regs,"count: 4 flops",
synthesis,synth.distinct_cells,11,
setup_path,crit_chain,"dlygate4sd2_1",
routing,vias,158,
setup_path,rrSetupSlack,0.26,ns
synthesis,yosys-top-cells-area,"dfxtp_1 45%, mux2_4 8.4%, ha_1 7.0%",
min_path,min-delay-start,"count[2]",
clock_tree,clockBufferDepth,2,
sta,whs,0.537,ns
floorplan,die_x,80,um
floorplan,rows,21,
floorplan,initCoreUtil,0.0524,
synthesis,synthCells,16,
clock_tree,clk_latency,0.23,ns
placement,pre_cts_slack,0.00487,ns
synthesis,ys_cells,16,
placement,dp_hpwl,401,um
setup_path,r2r_end,"count[2]",
synthesis,top_area_frac,0.448,
setup_path,critPathKind,"flip-flop to primary output",
setup_path,max_stage_delay,0.32,ns
sta,relSlewSlack,0.907,
floorplan,io_pins,7,
grt,grt_start_max_net_pins,5,
setup_path,cp-end-kind,"primary output",
placement,place_inst,71,
cells_and_area,syn2layout_area_growth,93.0,%
clock_tree,cts_tree,"yes",
power_and_ir_drop,power_per_cell_area,972,mW/mm^2
run,maxCapViolCount,0,
sta,worst_pin_slew,0.136,ns
metal layers:
metal  vias to the layer above  wire length, um  GRT usage
met1                        67              240     0.0199
met2                         8              162     0.0120
li1                         81                -          -
met4                         0                6    0.00352
met3                         2               81     0.0227
met5                         -                0          0
synthesized netlist by cell type (all sizes together):
| library cell | n |
|---|---|
| a21bo | 1 |
| a21oi | 1 |
| dfxtp | 4 |
| ha | 1 |
| mux2 | 1 |
| mux2i | 1 |
| nand3b | 1 |
| nand4 | 1 |
| nor2 | 3 |
| nor2b | 1 |
| xnor2 | 1 |
power groups by stage:
stage / sequential, mW / clock (mW) / combinational (mW)
4_1_cts: 0.138 / 0.159 / 0.0496
5_1_grt: 0.138 / 0.170 / 0.0517
6_report: 0.137 / 0.152 / 0.0470
cells in the final DEF, fill, tap and decap left out, drive strengths merged:
master	instances
a21bo	1
ha	1
nor2	3
nand3b	1
a21oi	1
dlygate4sd2	3
clkdlybuf4s50	2
mux2	1
dlymetal6s2s	1
dfxtp	4
nor2b	1
clkbuf	3
nand4	1
xnor2	1
buf	3
mux2i	1
cells by family (layout without fill, tap and decap cells):
| group | Yosys count | count (layout) | synth area share |
|---|---|---|---|
| AND-OR/OR-AND | 2 | 2 | 0.0839 |
| XOR/XNOR | 1 | 1 | 0.0490 |
| adder cells (fa/ha/maj) | 1 | 1 | 0.0699 |
| buffers and inverters | 0 | 12 | 0 |
| flip-flops | 4 | 4 | 0.448 |
| multiplexers | 2 | 2 | 0.140 |
| AND/OR/NAND/NOR | 6 | 6 | 0.210 |
area by class of cell:
cell class              count  area, sq um  share of cell area
clock buffers               3         22.5              0.0652
repair buffers              9         81.3               0.236
well taps                  46         57.6               0.167
multi-input cells          12         98.8               0.286
flip-flops and latches      4         85.1               0.246
worst max-delay path by stage:
stage | from | end | slack [ns] | depth (start not counted)
after CTS | count[0] | count[0] | 0.009 | 1
after global routing | count[2] | count[2] | 0.19 | 1
final | count[2] | count[2] | 0.23 | 1
timing repair:
| item | in CTS | in global routing |
|---|---|---|
| setup endpoints to repair | 4 | 1 |
| buffers inserted | 0 | 0 |
| endpoints found under the hold margin | 0 | 0 |
| gates resized | 7 | 1 |
Power is estimated from default activity; no workload was simulated.
